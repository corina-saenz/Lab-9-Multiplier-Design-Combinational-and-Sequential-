[flow/run.sh]
#!/bin/bash
# OpenROAD 26Q1-2900-gdf79404cd8, Yosys 0.63+post, stock flow scripts
make -C /OpenROAD-flow-scripts/flow DESIGN_CONFIG=/design/flow/config.mk WORK_HOME=/design/flow/orfs finish
[flow/config.mk]
export PLATFORM = sky130hd
export DESIGN_NAME = top_seq_multiplier
export DESIGN_NICKNAME = top_seq_multiplier
export VERILOG_FILES = /design/flow/design.v
export SDC_FILE = /design/flow/constraint.sdc
export NUM_CORES = 4
export LEC_CHECK = 1
export CORE_AREA = 10 10 96 96
export DIE_AREA = 0 0 106 106
[flow/constraint.sdc]
current_design top_seq_multiplier

set clk_period 2.8
set clk_io_pct 0.2

create_clock -name clk0 -period $clk_period [get_ports {clk}]

set non_clock_inputs [all_inputs -no_clocks]
set_input_delay [expr $clk_period * $clk_io_pct] -clock clk0 $non_clock_inputs
set_output_delay [expr $clk_period * $clk_io_pct] -clock clk0 [all_outputs]
[flow/design.v]
`timescale 1ns / 1ps
module seq_multiplier #(
    parameter W = 4
)(
    input  wire             clk,
    input  wire             rst,     
    input  wire [W-1:0]     A,
    input  wire [W-1:0]     B,
    output reg  [2*W-1:0]   P
);
    reg [W-1:0]     b_reg;
    reg [2*W-1:0]   accum, a_ext;
    reg [$clog2(W+1)-1:0] count;
    reg             run;
    always @(posedge clk) begin
        if (rst) begin
            P     <= {2*W{1'b0}};
            run   <= 1'b0;
            accum <= {2*W{1'b0}};
            a_ext <= {2*W{1'b0}};
            b_reg <= {W{1'b0}};
            count <= {($clog2(W+1)){1'b0}};
        end else begin
            if (!run) begin
                a_ext <= {{W{1'b0}}, A};   
                b_reg <= B;
                accum <= {2*W{1'b0}};
                count <= W[$clog2(W+1)-1:0];
                run   <= 1'b1;
            end else begin
                if (b_reg[0]) accum <= accum + a_ext;
                a_ext <= a_ext << 1;
                b_reg <= b_reg >> 1;
                if (count == 1) begin
                    P    <= b_reg[0] ? (accum + a_ext) : accum; 
                    run  <= 1'b0;
                end
                count <= count - 1'b1;
            end
        end
    end
endmodule
`timescale 1ns/1ps
module top_seq_multiplier (
    input  wire        clk,       
    input  wire [7:0]  sw,        
    output wire [7:0]  led,       
    output wire [3:0]  an,
    output wire        dp
);
    wire [7:0] P;
    seq_multiplier #(.W(4)) u_mul (
        .clk(clk),
        .rst(1'b0),
        .A(sw[3:0]),
        .B(sw[7:4]),
        .P(P)
    );
    assign led = P; 
    assign an = 4'b1111;
    assign dp = 1'b1;
endmodule
==> results.json <==
{
  "skew_ns": 0.00826,
  "layout-drive-gt1-share": 0.149,
  "yosysMostFrequentCell": "dfxtp_1",
  "dp_cells": 239,
  "grt_pass1_vias": 915,
  "yosys_cells": 127,
  "max_stage_delay_ns": 0.40,
  "min_path_cells": 1,
  "syn2layout_area_growth_pct": 24.6,
  "drcViolationCount": 0,
  "cp.arrival_ns": 2.05,
  "status": "finished clean",
  "die_h_um": 106,
  "via_per_inst": 3.46,
  "tns_ns": 0,
  "timing.final.crit_period_ns": 2.02,
  "r2r_cells": 8,
  "crit_cells": 8,
  "diodes": 0,
  "clock-sinks": 32,
  "wl_per_cell_um": 9.81,
  "synthArstFlopShare": 0,
  "drv_slew": 0,
  "cpLargestDelayFamily": "adder cells",
  "multi_input_comb_area_um2": 637,
  "drv_cap": 0,
  "finalClockPeriodUsage": 0.721,
  "drt_pass1_iterations": 4,
  "post_cts_buffers": 0,
  "dp_worst_setup_slack_ns": 0.793,
  "gp_congestion": 0.796,
  "topCellsByArea": "dfxtp_1, edfxtp_1, ha_1, mux2_2, and2_1",
  "clock_latency_ns": 0.28,
  "cp-start-kind": "register",
  "netlist.area_leader.share": 0.337,
  "grt_max_degree": 25,
  "cts_buffer_depth": 2,
  "dieArea_mm2": 0.0112,
  "cp_num_buf_inv": 1,
  "fmax_mhz": 495,
  "port_buffers": 16,
  "fin_ws_ns": 0.781,
  "grt-ovfl-total": 0,
  "p_leak_nw": 0.698,
  "ios": 22,
  "hold_class": "reg -> reg",
  "crit_fanout": 3,
  "hold_violations": 0,
  "numCtsBuffers": 5,
  "syn_area_mm2": 0.00143,
  "slowest_stage": "fa_1",
  "htreeDepth": 2,
  "worstSetupPathType": "reg -> reg",
  "worst_setup_path_end_kind": "register",
  "cts_resized": 0,
  "rows": 31,
  "warnings": 26,
  "coreArea_mm2": 0.00721,
  "initial_core_util": 0.198,
  "ys_area_mm2": 0.00143,
  "routed_wl_um": 2420,
  "vias": 854,
  "syn_avg_cell_area_um2": 11.2,
  "ys_top_cells_by_count": "dfxtp_1, and2_1, ha_1",
  "yosys_register_bits": 32,
  "dpl.hpwl_um": 1800,
  "synth.distinct_cells": 34,
  "rrSetupSlack_ns": 0.78,
  "clockRootBuffer": "clkbuf_8",
  "required_ns": 2.83,
  "power.density_mw_per_mm2": 490,
  "ys_seq_share": 0.506,
  "ir_drop_v": 0.000237,
  "fin_cells": 247,
  "path_clk_slew_ns": 0.07,
  "worstPathCellList": "ha_1 -> inv_1 -> fa_1 -> nor2b_1 -> o21ai_1 -> a21oi_1 -> mux2i_1 -> nand2_1",
  "syn_inst": 127,
  "fillCellCount": 789,
  "synthFlopType": "dfxtp_1",
  "drtIter0Drc": 51,
  "drtAntennaViolNets": 0,
  "rsz0062_at_grt": "false",
  "antenna_found_initial": 0,
  "tritoncts": "built",
  "enable_flop_cells": 8,
  "regArea_um2": 721,
  "grt_pass1_wl_um": 4170,
  "grt_use_total": 0.0448,
  "yosys_warnings": 1,
  "top_area_cell": "dfxtp_1",
  "top_regs": "u_mul.P x8, u_mul.a_ext x8, u_mul.accum x8",
  "setup_viol": 0,
  "die_w_um": 106,
  "cts_hold_buf": 0
}
-- cell type report --
| cell class | instances | area share |
|---|---|---|
| well taps | 99 | 0.0698 |
| clock inverters | 2 | 0.00564 |
| clock buffers | 6 | 0.0465 |
| multi-input cells | 82 | 0.359 |
| flip-flops and latches | 32 | 0.406 |
| inverters | 9 | 0.0190 |
| repair buffers | 17 | 0.0944 |
-- kinds of logic after synthesis --
logic type / synth area share
multiplexers: 0.0948
flip-flops: 0.506
XOR/XNOR: 0.0246
adder cells (fa/ha/maj): 0.0931
other: 0.00263
AND/OR/NAND/NOR: 0.139
AND-OR/OR-AND: 0.0825
buffers and inverters: 0.0579
-- through the flow --
stage,instance area (µm²),utilization,hold WS (ns),power [mW]
2_1_floorplan,1440,-,0.420,0.512
3_3_place_gp,1680,0.233,0.413,0.523
3_5_place_dp,1680,0.233,0.419,0.523
4_1_cts,1780,0.246,0.434,0.884
5_1_grt,1780,0.246,0.449,0.913
6_report,1780,0.246,0.429,0.869
-- path summary, 6_finish.rpt --
kind	start	end
worst min-delay path	u_mul.run	u_mul.run
worst max register to register	u_mul.a_ext[0]	u_mul.P[6]
worst min register to register	u_mul.run	u_mul.run
worst max-delay path	u_mul.a_ext[0]	u_mul.P[6]
-- per-layer routing --
layer / vias to the layer above / part of all wire / GRT usage
li1: 459 / - / -
met1: 375 / 0.51 / 0.0627
met2: 20 / 0.44 / 0.0685
met3: 0 / 0.050 / 0.0135
met4: 0 / 0 / 0.00677
met5: - / 0 / 0
-- where the power goes --
group	internal, mW	switching (mW)	total (mW)
Combinational	0.0195	0.0101	0.0296
Clock	0.196	0.161	0.357
Sequential	0.478	0.00461	0.483
Total	0.693	0.176	0.869
-- cell usage in the layout (no fill, tap or decap), types with 2 or more instances in the layout --
master / instances
mux2_2: 8
clkdlybuf4s50_1: 16
o21ai_1: 2
conb_1: 5
clkbuf_8: 6
a21oi_1: 6
inv_1: 8
xor2_1: 2
and3_1: 2
edfxtp_1: 8
nor2b_1: 6
nand2_1: 5
clkinv_2: 2
dfxtp_1: 24
o21a_1: 2
ha_1: 9
nor3_1: 4
a21o_1: 2
mux2i_1: 3
xnor2_1: 2
nor3_2: 2
nor2_1: 2
and2_1: 9
Power and IR drop assume default switching activity.
