`design/flow/design.v`:
```
`timescale 1ns/1ps
module comb_multiplier #(
    parameter W = 4
)(
    input  wire [W-1:0]   A,
    input  wire [W-1:0]   B,
    output wire [2*W-1:0] P
);
    assign P = A * B; 
endmodule
`timescale 1ns/1ps
module top_comb_multiplier (
    input  wire [7:0]  sw,    
    output wire [7:0]  led    
);
    wire [7:0] P;
    comb_multiplier #(.W(4)) u_mul (.A(sw[3:0]), .B(sw[7:4]), .P(P));
    assign led = P;
endmodule
```
`design/flow/run.sh`:
```
#!/bin/bash
# OpenROAD 26Q1-2900-gdf79404cd8, Yosys 0.63+post, stock flow scripts
make -C /OpenROAD-flow-scripts/flow DESIGN_CONFIG=/design/flow/config.mk WORK_HOME=/design/flow/orfs finish
```
`design/flow/config.mk`:
```
export PLATFORM = sky130hd
export DESIGN_NAME = top_comb_multiplier
export DESIGN_NICKNAME = top_comb_multiplier
export VERILOG_FILES = /design/flow/design.v
export SDC_FILE = /design/flow/constraint.sdc
export NUM_CORES = 4
export LEC_CHECK = 1
export CORE_AREA = 10 10 70 70
export DIE_AREA = 0 0 80 80
```
`design/flow/constraint.sdc`:
```
current_design top_comb_multiplier

set clk_period 4.4
set clk_io_pct 0.2

create_clock -name clk0 -period $clk_period

set non_clock_inputs [all_inputs -no_clocks]
set_input_delay [expr $clk_period * $clk_io_pct] -clock clk0 $non_clock_inputs
set_output_delay [expr $clk_period * $clk_io_pct] -clock clk0 [all_outputs]
```
==> CHANGELOG.md <==
### Physical design

- Routed len/inst: 8.75 um
- Io pins: 16
- Most numerous logic cells after layout: and2_1, ha_1, buf_4
- Largest logic family: adder cells
- CP Capture Type: primary output
- Pleak: 0.390 nW
- Crit start category: input port
- Initial antenna violation count: 0
- Init Core Util: 13.2%
- RSZ-0062 raised after global routing: false
- Largest net degree at the start of global routing: 5
- P_int: 0.0000587 W
- Die width: 80 um
- Combinational share of power: 100.0%
- DRT antenna net count: 0
- Syn Std Cell Area: 449 um^2
- Yosys adder share: 51.3%
- Clock power share: 0%
- Post-synthesis simple-gate area fraction: 27.0%
- Ao+oa area frac: 14.2%
- Vias in the first global route: 446
- Final worst-path cycle share: 96.7%
- Power consumption: 0.0000950 W
- Peak VDD IR: 33.1 uV
- Hold endpoint: led[0]
- Final setup margin: 0.146 ns
- Grt ovf: 0
- Routed WL: 1060 um
- Initial DRC count: 7
- Endpoints failing setup: 0
- Clock Buffer Count: 0
- Worst Hold Path Cells: 3
- Share of layout cells above drive strength 1: 21.3%
- Max Cap Viol: 0
- Yosys Instances: 51
- MUX area fraction: 0%
- Hold Buf Count CTS: 0
- Distinct lib cells: 18
- Setup slack after placement: -0.549 ns
- Floorplan row count: 21
- Global-route wire length before repair: 1890 um
- P per Cell Area: 128 nW/um^2
- Drt drc: 0
- GPL Wtd Cong: 0.773
- Post-synthesis xor/xnor area fraction: 5.85%
- GRT Overall Usage: 3.41%
- Final hold vios: 0
- Die height: 80 um
- Antenna Cells: 0
- Layout Cells excl Fill: 121
- CP Class: in2out
- Gr busiest metal: met2
- Vias post-DR: 426
- Core area: 3420 um^2
- DRT Pass-1 Iters: 3
- Flip-flops: 0
- Met3 Usage GRT: 0.568%
- Crit path max fanout: 4
- NetSw: 0.0000364 W
- M1 GR Usage: 4.67%
- Critical Path RT: 3.52 ns
- Min-Delay Startpoint: sw[0]
- Via density: 3.52
- Worst Tran Pin Value: 0.207 ns
- Sequential Area: 0 um^2
- Yosys chip area: 449 um^2
- Placed cell area: 727 um^2
- DPL Wire Length: 958 um
- Log Warnings: 32
- Mapped Cells: 51
- Top cell excl fill/tap: and2_1
- Synthesis Warnings: 0
- Met2 usage in global routing: 5.78%
- Flop pwr share: 0%
- Seq/Total Area, Yosys: 0%
- Max Transition Viols Final: 0
- Worst min-delay path class: in2out
- Syn Area/Cell: 8.81 um^2
- Minimum clock period: 4.25 ns
- Highest Clock Rate: 235 MHz
- Chip area: 6400 um^2
- Outcome: completed
- Slew Limit Headroom: 86.0%
- Synth-to-Final Area Change: 65.2%
- Number of I/O port buffers: 16
- Dpl cells: 121
- Switching Fraction: 38.3%
- Arrival @ worst endpoint: 3.37 ns
- Design area: 742 um^2
worst max path at each step:
stage                 start     end
after CTS             sw[7]  led[4]
after global routing  sw[3]  led[7]
final                 sw[3]  led[7]
synthesized netlist by cell type, drive strengths merged:
library cell	number	area, um^2
a211o	1	8.76
a211oi	1	7.51
a21o	2	15.0
a21oi	2	10.0
a221o	1	10.0
and2	13	81.3
and2b	1	7.51
fa	4	80.1
ha	12	150
inv	2	7.51
nand2	3	11.3
nor2	2	7.51
nor2b	1	6.26
nor3b	1	7.51
o21a	1	7.51
o21ai	1	5.00
xnor2	2	17.5
xor2	1	8.76
power by group through the flow:
stage	logic [W]	clock network [W]	registers (W)
after global routing	0.000110	0	0
final	0.0000950	0	0
after CTS	0.0000984	0	0
layout make-up:
class / count / area, um^2
Inverter: 2 / 7.51
Fill cell: 384 / 2670
Timing Repair Buffer: 24 / 206
Tap cell: 46 / 57.6
Multi-Input combinational cell: 49 / 470
logic make-up after synthesis:
family / after synthesis
XOR/XNOR: 3
AND-OR/OR-AND: 9
adder cells (fa/ha/maj): 16
buffers and inverters: 2
AND/OR/NAND/NOR: 21
what timing repair did:
action / 4_1_cts / 5_1_grt
endpoints found under the setup margin: 5 / 3
pin swaps: 7 / 1
resized: 13 / 9
buffers inserted: 0 / 0
hold endpoints to repair: 0 / 0
stage by stage:
| step | TNS, ns | hold slack, ns | utilization (%) |
|---|---|---|---|
| 2_1_floorplan | 0 | 1.83 | - |
| 3_3_place_gp | -1.85 | 2.76 | 21.3 |
| 3_5_place_dp | -1.88 | 2.77 | 21.3 |
| 4_1_cts | 0 | 2.58 | 21.6 |
| 5_1_grt | 0 | 2.45 | 21.7 |
| 6_report | 0 | 2.41 | 21.7 |
worst max-delay path: stages:
cell             delay, ns
clkdlybuf4s50_1       0.51
and2_1                0.15
fa_1                  0.41
ha_1                  0.31
ha_1                  0.33
o21ai_0               0.22
nor2_1                0.08
a211o_1               0.25
dlygate4sd2_1         0.24
routing by layer:
metal,share of wire [%],up-vias,routed length [um]
met4,0,0,0
li1,-,228,-
met2,48,6,513
met5,0,-,0
met3,5.8,0,61
met1,46,192,484
No activity file was given, so power comes from the tool's default toggle rates.
